===== flow/design.v =====
module adder(
    input sub,
    input [1:0] a,b,
    output [1:0] y
);
    assign y = sub?(a-b):(a+b);
endmodule
module adder_optimized(
    input sub,
    input[3:0] a,b,
    output [3:0] y
);
    wire [3:0] tmp;
    assign tmp = sub ?~b : b;
    assign y = a + tmp + (3'b0 + sub);
endmodule

===== flow/run.sh =====
#!/bin/bash
# OpenROAD 26Q1-2900-gdf79404cd8, Yosys 0.63+post, stock flow scripts
make -C /OpenROAD-flow-scripts/flow DESIGN_CONFIG=/design/flow/config.mk WORK_HOME=/design/flow/orfs finish

===== flow/config.mk =====
export PLATFORM = sky130hd
export DESIGN_NAME = adder_optimized
export DESIGN_NICKNAME = adder_optimized
export VERILOG_FILES = /design/flow/design.v
export SDC_FILE = /design/flow/constraint.sdc
export NUM_CORES = 4
export LEC_CHECK = 1
export CORE_AREA = 10 10 70 70
export DIE_AREA = 0 0 80 80

===== flow/constraint.sdc =====
current_design adder_optimized

set clk_period 2.4
set clk_io_pct 0.2

create_clock -name clk0 -period $clk_period

set non_clock_inputs [all_inputs -no_clocks]
set_input_delay [expr $clk_period * $clk_io_pct] -clock clk0 $non_clock_inputs
set_output_delay [expr $clk_period * $clk_io_pct] -clock clk0 [all_outputs]

==> results.cfg <==
; flow metrics
[worst_setup_path]
crit_path_end_kind = output port
worstPathCellList = dlygate4sd2_1, xor2_2, buf_4, fa_1, xor2_1, dlygate4sd2_1
startpoint_type = input pin
cp_max_fo = 2
cpMostUsedCell = dlygate4sd2_1
arrival_ps = 1820
required_ps = 1920
slowest_stage = fa_1
critical_path_class = input pin to output port
max_stage_delay_ps = 390

[logic_synthesis]
top_cell = xor2_1
netlist_top_cells_count = xor2_1, xnor2_1, ha_1
synthDominantAreaCellType = xor2_1
postSynthAreaPerCell_um2 = 11.5
ys_cells = 13
synthTopCellsByArea = xor2_1, xnor2_1, ha_1
top_cell_area_share_pct = 23.3
ys_chip_area_um2 = 150
yosysUniqueCellTypes = 7
ys_warn_count = 0
postSynthCellCount = 13
ys_seq_share_pct = 0
syn_area_um2 = 150

[final_timing]
drv_slew = 0
finalClockPeriodUsage_pct = 96.0
slew_headroom_pct = 86.9
setup_viol = 0
rsz0062_at_grt = no
tightest_slew_ps = 194
fin_crit_ps = 2300
timing.fmax_mhz = 434
fin_ws_ps = 95.3
fin_tns_setup_ps = 0
finalHoldViolCount = 0

[cells_and_area]
area_delta_synth_final_pct = 153
finalInstanceArea_um2 = 380
fill_cells = 406
seq_cells = 0
regArea_um2 = 0
drive_gt1_share_pct = 37.5
final_util_pct = 11.1
clkbuf_count = 0

[global_routing]
track_usage_pct = 1.76
antenna_found_initial = 0
grt_pass1_vias = 184
grt_pass1_wl_um = 897
grt_max_degree = 5
grt_overflow_total = 0

[die]
die_w_um = 80
fp_util_pct = 4.40
core_um2 = 3420
pin_count = 13
chipArea_um2 = 6400
fp-row-count = 21
die.size.y_um = 80

[placement]
port_buffers = 13
place_hpwl_um = 539
globalplace.congestion = 0.657
post-place-ws_ps = -619
dpl_cell_area_um2 = 383

[pwr]
ir_worst_vdd_uv = 52.7
p_total_mw = 0.0885
p_leak_nw = 0.156
p_per_area_nw_per_um2 = 233

[routing]
first_pass_iters = 2
antenna_cells = 0
ant_nets = 0
drcViolationCount = 0
wl_per_cell_um = 7.19
vias = 152
wirelength_um = 561
drt_iter0_drc = 1
vias_per_cell = 1.95

[run_status]
outcome = finished clean

[job]
maxCapViolations = 0
warnings = 33

[clock_network]
holdBufCountCts = 0

[min_path]
hold_class = input pin to output port
==> path summary, 6_finish.rpt <==
path	from	endpoint	slack [ps]	depth (start not counted)
worst max-delay path	b[1]	y[2]	100	6
worst min-delay path	sub	y[1]	1650	4
==> power by group <==
part	internal, mW	switching, mW	leakage [nW]	total [mW]
Clock	0	0	0	0
Sequential	0	0	0	0
Combinational	0.0558	0.0327	0.156	0.0885
Total	0.0558	0.0327	0.156	0.0885
==> what timing repair did <==
| action | 4_1_cts | 5_1_grt |
|---|---|---|
| pin swaps | 3 | 2 |
| endpoints found under the setup margin | 3 | 1 |
| gates cloned | 0 | 0 |
| setup buffers | 0 | 0 |
| gates resized | 14 | 1 |
==> per-stage QoR <==
stage	hold WS, ps	cells
final	1650	78
after global routing	1700	78
after CTS	1650	78
after detailed placement	2020	78
after global placement	2010	78
after floorplan	985	13
==> cell families (layout without fill, tap and decap cells) <==
family | after synthesis | count (layout) | share of synthesized area (%)
mux | 1 | 1 | 10.0
fa+ha+maj | 3 | 3 | 30.0
buf+inv | 0 | 19 | 0
xor+xnor | 7 | 7 | 40.8
compound gates | 2 | 2 | 19.2
==> routing by layer <==
layer / GRT usage, % / vias to the layer above / wire [um]
li1: - / 82 / -
met1: 2.92 / 59 / 361
met2: 2.33 / 11 / 163
met3: 0.341 / 0 / 36
met4: 0 / 0 / 0
met5: 0 / - / 0
==> cell type report <==
cell class,instances,area [um^2],share of cell area (%)
repair buffers,19,158,41.4
multi-input cells,13,165,43.4
well taps,46,57.6,15.1
==> critical path: cells and delay by family <==
kind | cells | cell delay, ps
buf+inv | 3 | 640
fa+ha+maj | 1 | 390
xor+xnor | 2 | 310
==> cell usage in the layout, fill, tap and decap left out, drive strengths merged <==
cell | synthesis | routed
clkbuf | 0 | 1
a31oi | 1 | 1
buf | 0 | 7
a21o | 1 | 1
dlygate4sd2 | 0 | 6
ha | 2 | 2
fa | 1 | 1
clkdlybuf4s50 | 0 | 5
xnor2 | 3 | 3
xor2 | 4 | 4
mux2 | 1 | 1
Power and IR drop assume default switching activity.
