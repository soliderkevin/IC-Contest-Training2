==> design/flow/design.v <==
module Traffic_Light_Controller(
    input[4:0] TL, 
    input clk,      
    output reg[7:0] LC_state,  
    output reg[1:0] counter_sel
);
parameter IDLE = 9'b0000001;
parameter NS = 9'b0000010;
parameter S_M_S = 9'b0000100;
parameter SM_IT = 9'b0001000;
parameter S_M_It  = 9'b0010000;
parameter S_It_M = 9'b0100000;
parameter S_It_It = 9'b1000000;
parameter Default = 9'b10000000;
parameter READY = 9'b100000000;
reg [1:0] state;
reg[2:0] state_TL;
always @(posedge clk)begin
    state <= IDLE;
    state <= NS;
end
always @(*)  
    begin
        case(state)
            IDLE: 
                LC_state <= 2'b00;
            READY:  
                counter_sel <= 0;
            S_M_S: 
                begin 
                    LC_state <= 2'b01;
                    state <= 1;
                    counter_sel <= 1; 
                end
            S_M_It:  
                LC_state <= 4'b0010;   
            S_It_M:  
                LC_state <= 4'b0011;
            S_It_It:
                LC_state <= 4'b0011;
            Default:  
                LC_state <=  2'b00;                           
        endcase
    end
always @(*)  
    begin
        if(state_TL == 0)
            begin
                state = IDLE;
            end
        else
            begin
                state = NS;
            end
    end
endmodule
module counter_reg(
    input clk,
    input rst,
    input [8:0] NtO_Mux,
    output reg [8:0] count
);
    always@(posedge clk or posedge rst)
        begin
            if(rst == 0) 
                count <= 5'b00000;
            else 
                count = NtO_Mux+1;
        end
endmodule
module T_t_O_multiplexor( 
    input [8:0]program,
    input [8:0]controller,   
    input [1:0]counter_sel,  
    output [8:0] out
);
    wire t0,t1;
    assign t0 = ~(counter_sel[1]&program[0]);
    assign t1 = ~(counter_sel[1]&controller[0]);
    assign out = ~((t0 & counter_sel[0])|(~t1 & counter_sel[0]));
endmodule
module program(
    input[3:0] car_m_s,
    input[3:0] car_m_it,
    input[3:0] car_it_s,
    input[3:0] car_it_it,
    input clk,
    output reg[15:0] program
);
    always@(posedge clk) 
    begin
        if(car_m_s & car_m_it)
            program[15:12] <= car_m_s;
        else if(car_m_s)
            program[11:8] <= car_m_it;
        else if(car_m_it)
            program[7:4] <= car_it_s;
        else if(car_it_s)
            program[3:0] <= car_it_it;
        else
            program[15:0] <= 0;
    end
endmodule
module Decoder(
    input[7:0] LC_state,  
    output reg[2:0] light_main,
    output reg[2:0] light_side,
    input clk
);
always@(posedge clk)
        begin
            case(LC_state[7:4])
                4'b00: light_main <= 2'b00;
                4'b01: light_main <= 2'b01;
                4'b10: light_main <= 2'b10;
                4'b11: light_main <= 2'b11;
            endcase
            case(LC_state[3:0])
                4'b00: light_side = 2'b00;
                4'b01: light_side = 2'b01;
                4'b10: light_side = 2'b10;
                4'b11: light_side = 2'b11;
            endcase
        end
endmodule
==> design/flow/run.sh <==
#!/bin/bash
# OpenROAD 26Q1-2900-gdf79404cd8, Yosys 0.63+post, stock flow scripts
make -C /OpenROAD-flow-scripts/flow DESIGN_CONFIG=/design/flow/config.mk WORK_HOME=/design/flow/orfs finish
==> design/flow/config.mk <==
export PLATFORM = sky130hd
export DESIGN_NAME = Decoder
export DESIGN_NICKNAME = Decoder
export VERILOG_FILES = /design/flow/design.v
export SDC_FILE = /design/flow/constraint.sdc
export NUM_CORES = 4
export LEC_CHECK = 1
export CORE_AREA = 10 10 70 70
export DIE_AREA = 0 0 80 80
==> design/flow/constraint.sdc <==
current_design Decoder

set clk_period 1.0
set clk_io_pct 0.2

create_clock -name clk0 -period $clk_period [get_ports {clk}]

set non_clock_inputs [all_inputs -no_clocks]
set_input_delay [expr $clk_period * $clk_io_pct] -clock clk0 $non_clock_inputs
set_output_delay [expr $clk_period * $clk_io_pct] -clock clk0 [all_outputs]
==> Changelog: implementation <==
### Physical design

- # setup viols final: 0
- Total track usage: 0.01837
- Delay-heaviest family, CP: flip-flops
- Critical path buffer and inverter count: 1
- Critical Path Sink: light_main[1]
- Critical path type: reg -> out
- Max incr delay on CP: between 300 and 400 ps
- Die Y: roughly 80 µm
- Synth-to-layout area growth: 95.74%
- Seq cells post-synth: 4
- Mean Syn Cell Area: between 10 and 15 µm²
- Initial antenna violation count: 0
- Worst Setup Start Kind: flop
- Cell total in the yosys stat output: 13
- DR iter-0 viols: 5
- Synth cell types: 5
- CP max stage cell: edfxtp_1
- Clk pin slew, worst setup/hold paths: ~40 ps
- Comb area: around 45 µm²
- Crit path arrival time: 720 ps
- Post-route minimum period: 916.7 ps
- Pwr dens: ~1300 nW/µm²
- Crit. path cell count: 1
- Chip area: 6400 µm²
- Tool Warnings: 25
- H-tree depth: 1
- Dominant cell type by area after synthesis: edfxtp_1
- Crit path max fanout: 1
- RSZ-0062 raised after global routing: no
- Fill cell count: between 400 and 500
- Post-CTS Setup Repair Bufs: 0
- Hold Path Class: in -> reg
- Grt ovf: 0
- Fin. max-slew vios: 0
- Routability cong.: approximately 0.65
- Number of global-route vias before repair: 177
- Status: finished, final reports clean
- Drt total wl: 558 µm
- Root buffer cell: clkbuf_4
- Synth area leaders: edfxtp_1 68%, nor3b_1 17%, buf_4 8.5%, nor2_1 4.3%, conb_1 2.1%
- Mapped Cells: 13
- Max Cap Viol: 0
- Worst setup EP type: output port
- Final Non-Filler Cells: roughly 73
- CTS sink cnt: 4
- Ratio of final minimum period to clock period: 0.9167
- Routed len/inst: between 7 and 8 µm
- Largest net degree at the start of global routing: 4
- Flop area: about 120 µm²
- Yosys stat chip area: 176.4 µm²
- Post-route setup slack: 83.29 ps
- Final Hold Fails: 0
- Number of antenna diodes: 0
- Initial Util: 0.05165
- Cell area after synthesis: about 180 µm²
- Wire length of the first global-routing pass: roughly 870 µm
- Placed cell count: roughly 70
- Ys async rst share: 0
- Vias: roughly 150
- Rows: 21
- Synth top cells by count: 4 x edfxtp_1, 4 x nor3b_1, 2 x buf_4, 2 x nor2_1, 1 x conb_1
- Post-route DRC: 0
- Antenna-violating nets left: 0
- Via density: between 1.5 and 2
- Post-DP HPWL: between 500 and 600 µm
- Critical Path, Cell by Cell: buf_2
- Number of enable flip-flop cells: 4
- Max VDD drop: a little over 0.0004 V
- Synth top area share: 0.6809
- Die Span X: ~80 µm
- Share of layout cells above drive strength 1: 0.2593
- Ys flop type: edfxtp_1
- FMAX: ~1100 MHz
- CP required: approximately 800 ps
- Placement Setup Slack: -134.3 ps
- 1st-pass router iterations: 2
- Leakage: around 0.00011 µW
- I/O pin total: 15
- Seq/Total Area, Yosys: 0.6809
- CTS tree: built
- Setup crit start: light_main[1]
- I/O Buffers: 12
- Total CTS buffers: 3
- Core area: between 3000 and 4000 µm²
- Max Buffers Root-to-Sink: 2
- Ys Warns: 1
[what timing repair did]
item | CTS | global route
gates resized | 13 | 1
endpoints found under the setup margin | 4 | 1
cloned | 0 | 0
hold buffers | 0 | 0
[cell usage in the layout (no fill, tap or decap)]
master	netlist	routed
buf_2	0	4
clkbuf_4	0	3
clkdlybuf4s50_1	0	8
conb_1	1	2
edfxtp_1	4	4
nor2_1	2	2
nor3b_1	4	4
[layout make-up]
cell class                      count  area share
Multi-Input combinational cell      8      0.1304
Tap cell                           46      0.1667
Sequential cell                     4      0.3478
Clock buffer                        3     0.06522
Timing Repair Buffer               12      0.2899
[cells by family after synthesis]
logic type    after synthesis  share of synthesized area
other cells                 1                    0.02126
flops                       4                     0.6809
simple gates                6                     0.2128
buf+inv                     2                    0.08508
[power breakdown]
| part | leakage [µW] | internal (µW) | switching [µW] |
|---|---|---|---|
| Clock | 0.0000138 | 133 | 54.8 |
| Combinational | 0.0000601 | 38.5 | 16.4 |
| Sequential | 0.0000337 | 197 | 2.84 |
[how the worst min path moves through the flow]
stage / startpoint / endpoint / slack [ps] / depth (start not counted)
after CTS: LC_state[4] / light_main[0] / 650 / 2
after global routing: LC_state[4] / light_main[0] / 640 / 2
final: LC_state[4] / light_main[0] / 660 / 2
[through the flow]
step                      instance area, µm²  total power [µW]  TNS [ps]  hold slack, ps  utilization
final                                  345.3             443.1         0           658.0       0.1011
after global routing                   345.3             479.7         0           640.2       0.1011
after CTS                              351.6             456.7         0           649.3       0.1029
after detailed placement               342.8             268.0    -643.9           891.1       0.1004
after global placement                 342.8             266.0    -432.1           888.5       0.1004
after floorplan                        180.2             213.4         0           394.5            -
[registers in the layout (all words and copies together) (netlist names)]
| signal | cells |
|---|---|
| light_main | 2 |
| light_side | 2 |
[per-layer routing]
metal,global-route usage,routed length (µm),share of wire
met2,0.02648,212,0.38
met1,0.02085,283,0.51
met3,0.01591,62,0.11
met4,0.001761,0,0
met5,0,0,0
Power is estimated from default activity; no workload was simulated.
